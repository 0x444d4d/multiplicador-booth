### flow/config.mk
export PLATFORM = sky130hd
export DESIGN_NAME = mult
export DESIGN_NICKNAME = mult
export VERILOG_FILES = /design/flow/design.v
export SDC_FILE = /design/flow/constraint.sdc
export NUM_CORES = 4
export LEC_CHECK = 1
export CORE_AREA = 10 10 107 107
export DIE_AREA = 0 0 117 117
### flow/constraint.sdc
current_design mult

set clk_period 2.5
set clk_io_pct 0.2

create_clock -name clk0 -period $clk_period [get_ports {clk}]

set non_clock_inputs [all_inputs -no_clocks]
set_input_delay [expr $clk_period * $clk_io_pct] -clock clk0 $non_clock_inputs
set_output_delay [expr $clk_period * $clk_io_pct] -clock clk0 [all_outputs]
### flow/design.v
`timescale 1 ns / 10	ps
`timescale 1 ns / 10 ps
`timescale 1 ns / 10 ps
module registro4 (input wire [3:0] entrada, input wire bit_en_desp, input wire Carga, Desplaza, clk, reset, output wire [3:0] salida);
	wire enable;
	assign enable = Carga | Desplaza;  
	cdaff ff0(Carga, entrada[0], salida[1], clk, reset, enable, salida[0]);
	cdaff ff1(Carga, entrada[1], salida[2], clk, reset, enable, salida[1]);
	cdaff ff2(Carga, entrada[2], salida[3], clk, reset, enable, salida[2]);
	cdaff ff3(Carga, entrada[3], bit_en_desp, clk, reset, enable, salida[3]);  
endmodule
module registro3 (input wire [2:0] entrada, input wire bit_en_desp, input wire Carga, Desplaza, clk, reset, output wire [2:0] salida);
	wire enable;
	assign enable = Carga | Desplaza;  
	cdaff ff0(Carga, entrada[0], salida[1], clk, reset, enable, salida[0]);
	cdaff ff1(Carga, entrada[1], salida[2], clk, reset, enable, salida[1]);
	cdaff ff2(Carga, entrada[2], bit_en_desp, clk, reset, enable, salida[2]);  
endmodule
module cdaff (input wire selc_d, inp_c, inp_d, clk, reset, carga, output wire salida);
	wire inp;
	ffdc ff0(clk, reset, carga, inp, salida);
	mux2_1_i1 mux0(inp, inp_d, inp_c, selc_d);
endmodule
module mux2_1_i1(output wire out, input wire a, b, s);
	wire  s_n, sa, sb;	   
	not inv1 (s_n, s);
	and and1 (sa, a, s_n);
	and and2 (sb, b, s);
	or or1 (out, sa, sb);
endmodule
module ffdc #(parameter retardo = 1)(input wire clk, reset, carga, d, output reg q);
	always @(posedge clk, posedge reset)
	  if (reset)
		q <= 1'b0;  
	  else
		if (carga)
		  q <= d;  
endmodule
module sum_resta4(output wire[3:0] S, output wire c_out, input wire[3:0] A, input wire[3:0] B, input wire resta);
	assign {c_out, S} = (resta == 1) ? A - B : A + B;
endmodule
module cd (input wire clk, reset, shift_uc, sum_uc, init_uc, loadA_uc, input wire [2:0] Q_uc, M_uc, output wire [2:0] q_uc, output wire [5:0] result);
wire ground, SalidaQ_1, Carry, Resta;
wire [3:0] SalSum, SalidaA, SalidaM, M_4b;
wire [3:0] SalidaQ;
wire [3:0] a_in, q_in;
wire a_carry_in;
assign M_4b = {M_uc[2], M_uc};
assign ground = 1'b0;
assign Resta = ~sum_uc;
assign q_carry_in = loadA_uc ? SalSum[0] : SalidaA[0];
registro4 A ({SalSum[3], SalSum[3:1]}, SalidaA[3], loadA_uc, shift_uc, clk, reset, SalidaA);
registro4 Q ({Q_uc, 1'b0}, q_carry_in, init_uc, (shift_uc | loadA_uc), clk, reset, SalidaQ);
registro4 M (M_4b, ground, init_uc, ground, clk, reset, SalidaM);
sum_resta4 sumador(SalSum, Carry, SalidaA, SalidaM, Resta);
assign q_uc = SalidaQ[2:0];
assign result = {SalidaA[2:0], SalidaQ[3:1]};
endmodule
`timescale 1 ns / 10 ps
module unidad_control(input wire start, clk, input wire [2:0] q, output wire fin, shift, suma, init, loadA);
reg [3:0] currentstate, nextstate;
parameter S0 = 4'b0000;   
parameter S1 = 4'b0001;
parameter S2 = 4'b0010;
parameter S3 = 4'b0011;
parameter S4 = 4'b0100;
parameter S5 = 4'b0101;
parameter S6 = 4'b0110;
parameter S7 = 4'b0111;
parameter S8 = 4'b1000;
parameter S9 = 4'b1001;
parameter S10 = 4'b1010;
parameter S11 = 4'b1011;
parameter S12 = 4'b1100;
parameter S13 = 4'b1101;
parameter S14 = 4'b1110;
parameter S15 = 4'b1110;
parameter S16 = 4'b1111;
always @ (posedge clk, posedge start)
begin
	if (start)
	begin
		currentstate <= S0;
	end
	else
		currentstate <= nextstate;
end
always @ (*)
	case (currentstate)
		S0: 
			if (q[1])
				nextstate = S1;
			else
				nextstate = S2;
		S1:
			if ((~q[2] & q[1]) | (q[2] & ~q[1]))
				nextstate = S3;
			else
				nextstate = S4;
		S2:
			if ((~q[2] & q[1]) | (q[2] & ~q[1]))
				nextstate = S3;
			else
				nextstate = S4;
		S3:
			if ((~q[2] & q[1]) | (q[2] & ~q[1]))
				nextstate = S5;
			else
				nextstate = S6;
		S4:
			if ((~q[2] & q[1]) | (q[2] & ~q[1]))
				nextstate = S5;
			else
				nextstate = S6;
		S5:
			nextstate = S7;
		S6:
			nextstate = S7;
		S7:
			nextstate = S7;
		default:
			nextstate = S0;
		endcase
		assign init = (currentstate == (S0)) ? 1:0;
		assign shift = (currentstate == S2 | currentstate == S4 | currentstate == S6) ? 1:0;
		assign loadA = (currentstate == S1| currentstate == S3 | currentstate == S5) ? 1:0;
		assign suma = (~q[1] & q[0]) ? 1:0;
		assign fin = (currentstate == S7) ? 1:0;
endmodule
module mult (input wire[2:0] M_mult, Q_mult, input wire clk, start_mul, output wire[5:0] Result_mul, output wire fin);
wire shift, sum, init, loadA, reset;
wire [2:0] q, q_uc;
assign q_uc = init ? {Q_mult[1:0], 1'b0} : q;
cd camino_datos ( clk, start_mul, shift, sum, init, loadA, Q_mult, M_mult, q, Result_mul);
unidad_control uc ( start_mul, clk, q_uc, fin, shift, sum, init, loadA );
endmodule
### flow/run.sh
#!/bin/bash
# OpenROAD 26Q1-2900-gdf79404cd8, Yosys 0.63+post, stock flow scripts
make -C /OpenROAD-flow-scripts/flow DESIGN_CONFIG=/design/flow/config.mk WORK_HOME=/design/flow/orfs finish
==> results.py <==
# Flow results
metrics = {
    "synthesis": {
        "complex_gate_fraction_of_the_synthesized_area_pct": 10.8,
        "mux_share_pct": 6.22,
        "and_or_nand_nor_area_share_pct": 12.4,
        "synth_area_per_cell_sq_um": 10.5,
        "synth_top_area_share_pct": 45.7,
        "ys.warnings.count": 3,
        "post_synth_instance_area_sq_um": 986,
        "post_synth_tally_of_flip_flops_with_integrated_enable": 0,
        "ys_top_cells_by_area": "sky130_fd_sc_hd__dfrtp_1, sky130_fd_sc_hd__buf_4, sky130_fd_sc_hd__ha_1, sky130_fd_sc_hd__mux2i_1, sky130_fd_sc_hd__nor2_1",
        "ys.flops": 19,
        "synth.yosys.chip_area_sq_um": 986,
        "async_flop_share_pct": 100,
        "post_synth_most_frequent_cells": "sky130_fd_sc_hd__dfrtp_1, sky130_fd_sc_hd__nor2_1, sky130_fd_sc_hd__nand2_1",
        "post_synth_xor_area_fraction_pct": 6.73,
        "top_logic_kind": "simple AND/OR/NAND/NOR gates",
        "synth.largest_area_cell": "sky130_fd_sc_hd__dfrtp_1",
        "synth_seq_share_pct": 48.4,
        "most_common_cell": "sky130_fd_sc_hd__dfrtp_1",
        "synth_adder_area_share_pct": 7.11,
        "synth.lib_cells_used.distinct": 29,
        "synth-cells-yosys": 94,
        "ys_dominant_reg_cell": "sky130_fd_sc_hd__dfrtp_1",
        "postSynthCellCount": 94,
    },
    "placement": {
        "place_worst_setup_slack_ps": 335,
        "post-dp-hpwl_microns": 1560,
        "placed_cells_incl_taps": 213,
        "gp_congestion": 0.753,
        "io_buffers": 14,
    },
    "finish": {
        "layout-drive-gt1-share_pct": 12.3,
        "fin_util_pct": 13.8,
        "areaGrowthSynthToFinish_pct": 28.8,
        "finalNonFillerCells": 217,
    },
    "clocking": {
        "clockBufferDepth": 2,
        "worst_skew_pair_later_pin_latency_ps": 250,
        "cts.sink_count": 19,
        "cts_buffers": 3,
        "tritoncts": "done",
        "cts.clk_slew.worst_paths_ps": 70,
        "postCtsHoldBufs": 0,
        "cts-root-buf": "sky130_fd_sc_hd__clkbuf_8",
        "cts.repair_timing.setup_buffer_count": 0,
        "htreeDepth": 1,
        "cts_repair_resize_count": 0,
    },
    "setup_path": {
        "critical_path_sink_type": "flop",
        "cp.arrival_ps": 2340,
        "timing.critical_path.from": "camino_datos.Q.ff1.ff0.q",
        "kind_of_critical_path": "flop to flop",
        "r2r-start": "camino_datos.Q.ff1.ff0.q",
        "setup.worst_path.start_class": "flop",
        "worst-path-max-fanout": 5,
        "rr_worst_depth": 8,
        "critical_path_required_ps": 2690,
    },
    "grt": {
        "vias_in_the_first_global_route": 652,
        "global_route_wire_length_before_repair_microns": 3260,
        "grt_use_total_pct": 3.02,
        "pin_count_of_the_biggest_net_entering_global_routing": 20,
        "grt_antenna_before_repair": 0,
        "overflow": 0,
    },
    "detailed_routing": {
        "vias": 613,
        "drc": 0,
        "ant_nets": 0,
        "avgViaCountPerCell": 2.82,
        "wl_microns": 1910,
        "wl_cell_microns": 8.78,
        "first_iter_violations": 39,
        "antenna_cells": 0,
        "drt-pass1-iter-count": 4,
    },
    "floorplanning": {
        "design.core.area_sq_mm": 0.00920,
        "chip_area_sq_mm": 0.0137,
        "fp_util_pct": 10.7,
        "die_width_microns": 117,
        "die_h_microns": 117,
        "io_pins": 15,
        "std_cell_rows": 35,
    },
    "status": {
        "result_of_the_run": "finished, final reports clean",
    },
    "timing": {
        "maxSlewViolCount": 0,
        "rsz0062_at_grt": "false",
        "timing_hold_violations_final": 0,
        "final.min_clock_period_ps": 2160,
        "worst_slack_ps": 341,
        "post-route-period-util_pct": 86.4,
        "clock_skew_ps": 6.22,
        "fmax_mhz": 463,
        "finalHoldWorstSlack_ps": 468,
        "setup_viol": 0,
        "worst_pin_slew_ps": 711,
        "finalSetupTns_ps": 0,
        "maxSlewHeadroom_pct": 52.5,
    },
    "power": {
        "leakagePower_nw": 0.547,
        "worst_ir_drop_vdd_mv": 0.214,
        "cellPowerDensity_mw_per_mm2": 768,
    },
    "hold_path": {
        "min_from": "uc.currentstate[7]",
        "whs_path_depth": 1,
        "holdCritPathClass": "flop to flop",
    },
    "flow_run": {
        "warnings": 25,
        "max_cap_violations": 0,
    },
}
==> area by class of cell <==
cell class | instances | area [sq um]
Sequential cell | 19 | 477
Multi-Input combinational cell | 61 | 430
Clock inverter | 1 | 5.00
Timing Repair Buffer | 16 | 155
Clock buffer | 3 | 41.3
Fill cell | 1037 | 7930
Inverter | 6 | 22.5
Tap cell | 111 | 139
==> per-stage QoR <==
stage	cell area (sq um)	power [W]
floorplan	986	0.000681
global placement	1220	0.000776
detailed placement	1220	0.000778
CTS	1270	0.000993
global route	1270	0.00107
finish	1270	0.000975
==> registers in the layout, indices dropped and copies added (netlist names), named ones only <==
name                      cells
camino_datos.Q.ff2.ff0.q      1
camino_datos.M.ff0.ff0.q      1
camino_datos.A.ff1.ff0.q      1
camino_datos.Q.ff0.ff0.q      1
camino_datos.Q.ff3.ff0.q      1
camino_datos.Q.ff1.ff0.q      1
camino_datos.M.ff2.ff0.q      1
uc.currentstate               8
camino_datos.M.ff1.ff0.q      1
camino_datos.M.ff3.ff0.q      1
camino_datos.A.ff0.ff0.q      1
==> final timing paths <==
kind / slack [ps] / to
setup reg to reg: 340 / flop
setup / recovery: 340 / flop
max in group asynchronous: 1360 / camino_datos.Q.ff3.ff0.q
hold / removal: 470 / uc.currentstate[7]
hold reg to reg: 470 / uc.currentstate[7]
min in group asynchronous: 680 / uc.currentstate[3]
==> layer usage <==
metal	GRT usage (%)	part of all wire [%]	vias to the layer above	wire, microns
met5	0	0	-	0
met1	4.17	54	264	1030
met2	4.16	35	16	669
met3	1.75	11	2	202
li1	-	-	331	-
met4	0.247	0.42	0	8
==> critical path, stage by stage (launching register included) <==
cell and delay (ps):
sky130_fd_sc_hd__dfrtp_1 430, sky130_fd_sc_hd__nor3b_2 210, sky130_fd_sc_hd__mux2_2 390, sky130_fd_sc_hd__ha_1 280, sky130_fd_sc_hd__a21o_1 150, sky130_fd_sc_hd__a21oi_1 150, sky130_fd_sc_hd__xnor3_1 220, sky130_fd_sc_hd__nor2_1 120
sky130_fd_sc_hd__xor2_1 140
==> power by group <==
part           switching [W]  leakage, nW  total [W]  internal, W
clock               0.000100       0.0255   0.000211     0.000111
combinational       0.000147        0.292   0.000345     0.000198
sequential         0.0000566        0.229   0.000420     0.000363
total               0.000304        0.547   0.000975     0.000672
==> cell usage in the layout, fill, tap and decap left out <==
master                            count
sky130_fd_sc_hd__inv_2                2
sky130_fd_sc_hd__clkinv_2             1
sky130_fd_sc_hd__a21oi_1              5
sky130_fd_sc_hd__inv_1                4
sky130_fd_sc_hd__nor3b_2              1
sky130_fd_sc_hd__clkbuf_8             3
sky130_fd_sc_hd__a21o_1               1
sky130_fd_sc_hd__dfstp_2              1
sky130_fd_sc_hd__xnor3_1              1
sky130_fd_sc_hd__nor3_1               1
sky130_fd_sc_hd__xnor2_1              2
sky130_fd_sc_hd__o21ai_0              6
sky130_fd_sc_hd__a31oi_4              1
sky130_fd_sc_hd__nor2_1              10
sky130_fd_sc_hd__buf_4                2
sky130_fd_sc_hd__or3_1                1
sky130_fd_sc_hd__mux2i_1              5
sky130_fd_sc_hd__nand3_1              1
sky130_fd_sc_hd__dfrtp_1             18
sky130_fd_sc_hd__conb_1               1
sky130_fd_sc_hd__mux2_2               1
sky130_fd_sc_hd__o21a_1               1
sky130_fd_sc_hd__fa_1                 1
sky130_fd_sc_hd__nor3_2               1
sky130_fd_sc_hd__ha_1                 4
sky130_fd_sc_hd__nor4_1               1
sky130_fd_sc_hd__o21ai_1              3
sky130_fd_sc_hd__and2_1               1
sky130_fd_sc_hd__xor2_1               3
sky130_fd_sc_hd__clkdlybuf4s50_1     14
sky130_fd_sc_hd__nand2_1              9
==> logic make-up after synthesis <==
| kind of cell | after synthesis |
|---|---|
| AND-OR/OR-AND | 17 |
| XOR/XNOR | 6 |
| adder cells (fa/ha/maj) | 5 |
| buffers and inverters | 14 |
| flip-flops | 19 |
| multiplexers | 6 |
| other | 1 |
| AND/OR/NAND/NOR | 26 |
Power and IR drop assume default switching activity.
